[flow/run.sh]
#!/bin/bash
# OpenROAD 26Q1-2900-gdf79404cd8, Yosys 0.63+post, stock flow scripts
make -C /OpenROAD-flow-scripts/flow DESIGN_CONFIG=/design/flow/config.mk WORK_HOME=/design/flow/orfs finish
[flow/config.mk]
export PLATFORM = sky130hd
export DESIGN_NAME = E2M
export DESIGN_NICKNAME = E2M
export VERILOG_FILES = /design/flow/design.v
export SDC_FILE = /design/flow/constraint.sdc
export NUM_CORES = 4
export LEC_CHECK = 1
export CORE_UTILIZATION = 30
[flow/constraint.sdc]
current_design E2M

set clk_period 1.1
set clk_io_pct 0.2

create_clock -name clk0 -period $clk_period [get_ports {clk}]

set non_clock_inputs [all_inputs -no_clocks]
set_input_delay [expr $clk_period * $clk_io_pct] -clock clk0 $non_clock_inputs
set_output_delay [expr $clk_period * $clk_io_pct] -clock clk0 [all_outputs]
[flow/design.v]
module E2M(
				clk,
				rst,
				en, 
				ALURes,
				PC_2,
				isHalt,
				isJAL,
				isMemToReg,
				isMemRead,
				isMemWrite,
				isRegWrite,
				rdData2,
				writeRegSel,
				ALURes_EM,
				isHalt_EM,
				PC_2_EM,
				isJAL_EM,
				isMemToReg_EM,
				isMemRead_EM,
				isMemWrite_EM,
				isRegWrite_EM,
				rdData2_EM,
				writeRegSel_EM);
	input wire[15:0] PC_2, rdData2, ALURes;
	input wire[2:0] writeRegSel;
	input  wire isRegWrite, isHalt, isJAL, isMemToReg, isMemRead, isMemWrite, clk, rst, en;
	output wire[15:0] PC_2_EM, rdData2_EM, ALURes_EM;
	output wire [2:0] writeRegSel_EM;
	output wire isHalt_EM, isJAL_EM, isMemToReg_EM, isMemRead_EM, isMemWrite_EM, isRegWrite_EM;
	register16b PC_2_reg(.en(en), .clk(clk), .rst(rst), .data_in(PC_2), .state(PC_2_EM));
	register16b Read_data_reg(.en(en), .clk(clk), .rst(rst), .data_in(rdData2), .state(rdData2_EM));
	register16b ALURes_reg(.en(en), .clk(clk), .rst(rst), .data_in(ALURes), .state(ALURes_EM));
	register3b WriteRegSel_reg(.en(en), .clk(clk), .rst(rst), .data_in(writeRegSel), .state(writeRegSel_EM));
	register1b isNotHalt_reg(.en(en), .clk(clk), .rst(rst), .data_in(isHalt), .state(isHalt_EM));
	register1b isMemToReg_reg(.en(en), .clk(clk), .rst(rst), .data_in(isMemToReg), .state(isMemToReg_EM));
	register1b isMemRead_reg(.en(en), .clk(clk), .rst(rst), .data_in(isMemRead), .state(isMemRead_EM));
	register1b isMemWrite_reg(.en(en), .clk(clk), .rst(rst), .data_in(isMemWrite), .state(isMemWrite_EM));
	register1b isRegWrite_reg(.en(en), .clk(clk), .rst(rst), .data_in(isRegWrite), .state(isRegWrite_EM));
	register1b isJAL_reg(.en(en), .clk(clk), .rst(rst),. data_in(isJAL), .state(isJAL_EM));
endmodule
module register16b(en, clk, rst, data_in, state);
	input wire clk, rst, en;
	input wire [15:0] data_in;
	output wire [15:0] state;
	dff_en DFF_EN_SERIES[15:0] (.en(en), .q(state), .d(data_in), .clk(clk), .rst(rst));
endmodule
module register1b(en, clk, rst, state, data_in);
	input wire clk, rst, en;
	input wire data_in;
	output wire  state;
	dff_en iDff_enable(.en(en), .clk(clk), .rst(rst), .d(data_in), .q(state));
endmodule
module register3b(en, clk, rst, state, data_in);
	input wire clk, rst, en;
	input wire [2:0] data_in;
	output wire [2:0] state;
	dff_en DFF_EN_SERIES[2:0] (.en(en), .clk(clk), .rst(rst), .d(data_in), .q(state));
endmodule
module dff_en (en, q, d, clk, rst);
input en, d, clk, rst;
output q;
wire data;
assign data = en ? d : q;
dff DFF(.d(data), .q(q), .clk(clk), .rst(rst));
endmodule
`default_nettype none
module dff (
            q,
            d, clk, rst
            );
    output wire    q;
    input wire     d;
    input wire     clk;
    input wire     rst;
    reg            state;
    assign #(1) q = state;
    always @(posedge clk) begin
      state = rst? 0 : d;
    end
endmodule
`default_nettype wire
==> results.py <==
# Physical implementation metrics
metrics = {
    "yosys": {
        "ys_top_cells_by_area": "dfxtp_1, mux2i_1, buf_4, nor2_1, buf_12",
        "top_area_frac": 0.4675,
        "yosys.stat.seqShare": 0.4675,
        "synth_cell_types": 8,
        "avgSynthCellArea_um2": 10.39,
        "ys_area_mm2": 0.002441,
        "top_cells_by_count": "dfxtp_1, mux2i_1, nor2_1",
        "yosys-stat-cells": 235,
        "ff_type": "dfxtp_1",
        "yosysWarnings": 1,
        "synth-edff-count": 0,
        "async_flop_share": 0,
        "netlist_instances": 235,
        "synth.cell_area_mm2": 0.002441,
        "top_area_cell": "dfxtp_1",
        "ys_ff": 57,
    },
    "clock_tree": {
        "root_buffer": "clkbuf_8",
        "clock_sinks": 57,
        "path_clk_slew_ns": 0.06,
        "ctsLongestPathBuffers": 2,
        "insertion_delay_ns": 0.33,
        "postCtsSetupBuffers": 0,
        "tritoncts": "built",
        "cts_buffers": 9,
        "htreeDepth": 3,
        "holdBufCountCts": 0,
    },
    "finish": {
        "num-fill-cells": 744,
        "drive_above_1_share": 0.2695,
        "seq_area_mm2": 0.001212,
        "area_growth_pct": 43.98,
        "multi_input_comb_area_um2": 784.5,
    },
    "worst_setup_path": {
        "path_buffers": 1,
        "crit_chain": "clkdlybuf4s15_1",
        "crit_path_end_kind": "output pin",
        "startpoint_type": "flop",
        "cp.arrival_ns": 0.83,
        "crit_family": "flip-flops",
        "crit_path_top_delay_cell": "dfxtp_2",
        "required_ns": 0.88,
        "critical_path_class": "flop to output pin",
        "crit_fanout": 2,
        "slowest_delay_ns": 0.32,
    },
    "sta": {
        "finalClockSkew_ns": 0,
        "timing.final.ws_setup_ns": 0.05395,
        "max_freq_mhz": 956.0,
        "setup-violations-final": 0,
        "fin_crit_sh": 0.9510,
        "rsz0062_at_grt": "no",
        "max_slew_margin": 0.8346,
        "worst_slew_pin_slew_ns": 0.2481,
        "final.setup.tns_ns": 0,
        "drv_slew": 0,
        "layout_min_cycle_time_ns": 1.046,
        "hold_violations": 0,
    },
    "floorplanning": {
        "core_mm2": 0.007807,
        "die_area_mm2": 0.008502,
        "row_count": 32,
        "fp.dieW_um": 92.21,
        "dieHeight_um": 92.21,
        "initial_utilization": 0.3127,
        "io_pins": 117,
    },
    "outcome": {
        "status": "completed",
    },
    "power": {
        "ir_drop_uv": 648.7,
        "p_per_area_mw_per_mm2": 1318,
        "power_leakage_nw": 1.558,
    },
    "routing": {
        "drt_pre_antenna_iters": 4,
        "ant_nets": 0,
        "n_antenna_cell": 0,
        "drc": 0,
        "wl_per_cell_um": 11.20,
        "via_per_inst": 4.015,
        "vias": 1646,
        "first_iter_violations": 14,
        "totalWireLength_um": 4591,
    },
    "global_routing": {
        "antenna_found_initial": 0,
        "overflow": 0,
        "grt_pass1_vias": 1714,
        "track_usage": 0.1155,
        "grt_max_degree": 58,
        "grt_first_pass_wirelength_um": 7728,
    },
    "placed_design": {
        "place_congestion": 0.7364,
        "dp_hpwl_um": 3147,
        "place_ws_ns": 0.07874,
        "numPortBuffers": 116,
    },
    "worst_hold_path": {
        "hold_class": "input pin to flop",
    },
    "flow_run": {
        "warnings": 25,
        "cap_violations": 0,
    },
}
metrics by stage:
stage	instances	power, mW	utilization	hold WS [ns]	cell area [um^2]
floorplan	235	2.677	-	0.3668	2441
global placement	394	3.005	0.4220	0.4723	3294
detailed placement	394	3.013	0.4220	0.4812	3294
CTS	410	4.762	0.4534	0.2519	3540
global route	410	4.911	0.4502	0.2742	3515
finish	410	4.633	0.4502	0.2688	3515
final timing paths:
path              slack (ns)                                     end  depth (start not counted)                                startpoint
hold reg to reg         0.48  ALURes_reg.DFF_EN_SERIES[13].DFF.state                          2    ALURes_reg.DFF_EN_SERIES[13].DFF.state
hold / removal          0.27     PC_2_reg.DFF_EN_SERIES[9].DFF.state                          3                                        en
setup reg to reg        0.49     PC_2_reg.DFF_EN_SERIES[9].DFF.state                          2       PC_2_reg.DFF_EN_SERIES[9].DFF.state
setup / recovery        0.05                           rdData2_EM[2]                          1  Read_data_reg.DFF_EN_SERIES[2].DFF.state
cell usage in the layout, fill, tap and decap left out:
cell / netlist / layout
buf_12: 4 / 4
clkbuf_2: 0 / 5
clkdlybuf4s50_1: 0 / 57
clkbuf_1: 3 / 2
mux2i_1: 57 / 57
clkbuf_8: 0 / 11
nor2_1: 57 / 57
buf_2: 3 / 1
dfxtp_2: 0 / 57
clkinv_2: 0 / 3
buf_4: 53 / 2
clkdlybuf4s15_1: 0 / 52
cell families (layout without fill, tap and decap cells):
| family | count (synthesis) | in the layout | share of synthesized area |
|---|---|---|---|
| mux | 57 | 57 | 0.2337 |
| flops | 57 | 57 | 0.4675 |
| simple gates | 57 | 57 | 0.08765 |
| buf+inv | 64 | 137 | 0.2112 |
sequential cells by signal, summed over array words and instances, names as in the netlist:
name                                     flops
ALURes_reg.DFF_EN_SERIES.DFF.state          16
PC_2_reg.DFF_EN_SERIES.DFF.state            16
Read_data_reg.DFF_EN_SERIES.DFF.state       16
WriteRegSel_reg.DFF_EN_SERIES.DFF.state      3
isJAL_reg.iDff_enable.DFF.state              1
isMemRead_reg.iDff_enable.DFF.state          1
isMemToReg_reg.iDff_enable.DFF.state         1
isMemWrite_reg.iDff_enable.DFF.state         1
isNotHalt_reg.iDff_enable.DFF.state          1
isRegWrite_reg.iDff_enable.DFF.state         1
area by class of cell:
class / instances / area share
well taps: 102 / 0.03631
clock inverters: 3 / 0.004272
flip-flops and latches: 57 / 0.3450
multi-input cells: 114 / 0.2232
clock buffers: 13 / 0.04521
repair buffers: 121 / 0.3460
per-layer routing:
layer,vias to the layer above,global-route usage,part of all wire
met5,-,0,0
met2,68,0.1872,0.44
met3,9,0.04726,0.099
met1,728,0.1479,0.44
met4,0,0.02083,0.019
li1,841,-,-
repair_timing:
item / in CTS / in global routing
endpoints found under the hold margin: 0 / 0
endpoints found under the setup margin: 57 / 5
resized: 171 / 5
pin swaps: 0 / 0
where the power goes:
group | switching [mW] | leakage, nW | total [mW] | internal, mW
registers | 0.0567 | 0.491 | 2.27 | 2.21
clock network | 0.779 | 0.0932 | 1.71 | 0.930
logic | 0.195 | 0.974 | 0.654 | 0.460
total | 1.03 | 1.56 | 4.63 | 3.60
Power is estimated from default activity; no workload was simulated.
