**flow/design.v**
```verilog
module forwarding(
            r1_hazard_DX,
            r2_hazard_DX,
            readRegSel1_DX,
            readRegSel2_DX,
            ALURes_EM,
            ALURes_MW,
            readData_MW,
            isMemRead_EM,
            isMemRead_MW,
            isJAL_EM,
            isJAL_MW,
            PC_2_EM,
            PC_2_MW,
            writeRegSel_EM,
            writeRegSel_MW,
            isRegWrite_EM,
            isRegWrite_MW,
            EE_r1,
            EE_r2,
            ME_r1,
            ME_r2,
            EE_res_r1,
            EE_res_r2,
            ME_res_r1,
            ME_res_r2
);
input isMemRead_EM, isMemRead_MW, isJAL_EM, isJAL_MW, r1_hazard_DX, r2_hazard_DX;
input [2:0] readRegSel1_DX, readRegSel2_DX, writeRegSel_EM, writeRegSel_MW;
input [15:0] ALURes_EM, ALURes_MW, PC_2_EM, PC_2_MW;
input isRegWrite_MW, isRegWrite_EM;
input [15:0] readData_MW;
output [15:0] EE_res_r1, EE_res_r2, ME_res_r1, ME_res_r2;
output EE_r1, EE_r2, ME_r1, ME_r2;
assign ME_r1 =    ( r1_hazard_DX & (readRegSel1_DX == writeRegSel_MW) & isRegWrite_MW )
                        | ( r1_hazard_DX & readRegSel1_DX == 3'h7 & isJAL_MW & isRegWrite_MW & ~isMemRead_MW );
assign ME_r2 =    ( r2_hazard_DX & (readRegSel2_DX == writeRegSel_MW) & isRegWrite_MW )
                        | ( r2_hazard_DX & readRegSel2_DX == 3'h7 & isJAL_MW & isRegWrite_MW & ~isMemRead_MW );
assign EE_r1 =     ( r1_hazard_DX & (readRegSel1_DX == writeRegSel_EM) & isRegWrite_EM )
                        | ( r1_hazard_DX & readRegSel1_DX == 3'h7 & isJAL_EM & isRegWrite_EM & ~isMemRead_EM );
assign EE_r2 =     ( r2_hazard_DX & (readRegSel2_DX == writeRegSel_EM) & isRegWrite_EM )
                        | ( r2_hazard_DX & readRegSel2_DX == 3'h7 & isJAL_EM & isRegWrite_EM & ~isMemRead_EM );
assign ME_res_r1 = isJAL_MW ? PC_2_MW : (isMemRead_MW ? readData_MW : ALURes_MW);
assign ME_res_r2 = isJAL_MW ? PC_2_MW : (isMemRead_MW ? readData_MW : ALURes_MW);
assign EE_res_r1 = isJAL_EM ? PC_2_EM : ALURes_EM;
assign EE_res_r2 = isJAL_EM ? PC_2_EM : ALURes_EM;
endmodule
```
**flow/run.sh**
```bash
#!/bin/bash
# OpenROAD 26Q1-2900-gdf79404cd8, Yosys 0.63+post, stock flow scripts
make -C /OpenROAD-flow-scripts/flow DESIGN_CONFIG=/design/flow/config.mk WORK_HOME=/design/flow/orfs finish
```
**flow/config.mk**
```make
export PLATFORM = sky130hd
export DESIGN_NAME = forwarding
export DESIGN_NICKNAME = forwarding
export VERILOG_FILES = /design/flow/design.v
export SDC_FILE = /design/flow/constraint.sdc
export NUM_CORES = 4
export LEC_CHECK = 1
export CORE_AREA = 10 10 76 76
export DIE_AREA = 0 0 86 86
```
**flow/constraint.sdc**
```tcl
current_design forwarding

set clk_period 1.1
set clk_io_pct 0.2

create_clock -name clk0 -period $clk_period

set non_clock_inputs [all_inputs -no_clocks]
set_input_delay [expr $clk_period * $clk_io_pct] -clock clk0 $non_clock_inputs
set_output_delay [expr $clk_period * $clk_io_pct] -clock clk0 [all_outputs]
```
==> notes.md <==
fresh numbers from the pnr run: Leakage=between 0.001 and 0.0015 uW, crit path capture type=primary output, slew margin rel.=87.74%, placed cell area=0.002566 mm^2, die width=86 um, Die Area=0.007396 mm^2, CP Data Arrival Time=0.95 ns, clock buffers=0, Tmin final=1.175 ns, unrepaired setup endpoints after global routing=true, core area=0.004115 mm^2, vias in the first global route=1593, post-DR wirelength/cell=18.76 um, FF+latch count=0, Initial Util=25.45%, post-synth top area cell=buf_4, register area share after synthesis=0%, Post-Syn Area=0.001047 mm^2, row cnt=23, DIE HEIGHT=86 um, YS warnings=0, Worst VDD drop=167.2 uV, Cell Count, Final, Fillers Out=~320, Routed Antenna Nets=0, Filler cells=393, Setup CP Type=input pin to primary output, Worst setup SP type=input pin, global-route wire length before repair=9.073 mm, warning total across the stage logs=35, Commonest Layout Cell=dlygate4sd2_1, GP Congestion=0.7770, most frequent cells in the layout=dlygate4sd2_1, buf_2, buf_6, HPWL after detailed placement=5.278 mm, Hold Fails Final Rpt=0, Final period util=106.8%, initial antenna violation count=1, Max Cap Viol=0, synthesized area per cell=8.246 um^2, worst slew pin tran=0.1789 ns, WL final=6.079 mm, layout cells sized above 1=a little over half, io pins=168, status=finished, violations left, dpl cells=315, Reg area=0 um^2, failing checks=setup timing, gr ovfl total=0, Syn Inst Count=127, DRC viols=0, Largest cells by area=buf_4, mux2i_1, mux2_4, Final Cell Area=0.002582 mm^2, average vias per placed instance=4.364, largest net degree at the start of global routing=18, worst path required time=between 0.8 and 0.9 ns, initial DRC count=25, yosys synthesis chip area=0.001047 mm^2, via count=1414, Initial DRT Pass Iterations=4, P&R area growth vs syn=146.6%, top-area cell type share of the netlist area=about 23%, maximum clock frequency=~850 MHz, Total Power=between 900 and 1000 uW, Final Max Tran Viols=0, Synth cell types=18, dpl ws=-0.9417 ns, Total GRT Usage=about 15%, Comb area=roughly 880 um^2, Pwr Density=376.8 mW/mm^2, Final WS setup=-0.07460 ns, ys cells=127, Crit Path Max Fanout=5, tightest hold margin=0.7377 ns, count of buffers from port buffering=168, HP Class=input pin to primary output, final setup violation count=between 40 and 50
[through the flow]
step,util (%),TNS [ns]
2_1_floorplan,-,0
3_3_place_gp,62.36,-56.51
3_5_place_dp,62.36,-57.18
4_1_cts,60.50,-1.724
5_1_grt,62.75,-2.753
6_report,62.75,-1.342
[worst max-delay path: stages]
cell	delay [ns]
buf_8	0.10
buf_6	0.11
buf_4	0.14
mux2i_2	0.14
o21ai_2	0.12
buf_2	0.11
[final timing paths]
| check | start | to | slack (ns) | depth (start not counted) |
|---|---|---|---|---|
| max | isMemRead_MW | ME_res_r2[7] | -0.07 | 6 |
| min | PC_2_MW[9] | ME_res_r1[9] | 0.74 | 4 |
[layout make-up]
class / count / share of cell area [%]
antenna: 1 / 0.09690
multi-input combinational: 88 / 34.16
tap: 50 / 2.422
timing repair buffer: 185 / 63.32
[cells in the mapped netlist]
| master | n |
|---|---|
| buf_4 | 32 |
| mux2i_1 | 16 |
| nand2_1 | 16 |
| mux2_4 | 9 |
| o21ai_1 | 9 |
| xor2_1 | 8 |
| mux2_2 | 7 |
| o21ai_0 | 7 |
| nand3_1 | 4 |
| xnor2_1 | 4 |
| buf_2 | 3 |
| buf_12 | 2 |
| buf_6 | 2 |
| nand4_1 | 2 |
| o32ai_1 | 2 |
| o32ai_2 | 2 |
| nand3b_1 | 1 |
| nand3b_4 | 1 |
[where the power goes]
part	total [uW]	switching, uW	internal [uW]
clock network	0.000122	0	0.000122
registers	0	0	0
logic	973	308	665
[cell families (layout without fill, tap and decap cells)]
family	count (synthesis)	count (layout)	share of synthesized area, %
other	0	1	0
AND/OR/NAND/NOR	24	24	11.47
AND-OR/OR-AND	20	20	12.42
XOR/XNOR	12	12	10.04
buffers and inverters	39	185	30.35
multiplexers	32	32	35.72
[repair_timing]
action	4_1_cts	5_1_grt
gates cloned	4	0
hold endpoints to repair	0	0
pin swaps	43	23
setup endpoints to repair	68	68
buffers inserted	4	1
resized	428	19
hold buffers	0	0
[metal layers]
| metal | vias up | part of all wire [%] | global-route usage (%) |
|---|---|---|---|
| met5 | - | 0 | 0 |
| met4 | 0 | 0.79 | 1.198 |
| met3 | 4 | 9.7 | 4.862 |
| met2 | 85 | 55 | 29.55 |
| met1 | 611 | 35 | 16.13 |
| li1 | 714 | - | - |
Power is estimated from default activity; no workload was simulated.
