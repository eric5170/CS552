[constraint.sdc]
current_design sco

set clk_period 1.8
set clk_io_pct 0.2

create_clock -name clk0 -period $clk_period

set non_clock_inputs [all_inputs -no_clocks]
set_input_delay [expr $clk_period * $clk_io_pct] -clock clk0 $non_clock_inputs
set_output_delay [expr $clk_period * $clk_io_pct] -clock clk0 [all_outputs]
[run.sh]
#!/bin/bash
# OpenROAD 26Q1-2900-gdf79404cd8, Yosys 0.63+post, stock flow scripts
make -C /OpenROAD-flow-scripts/flow DESIGN_CONFIG=/design/flow/config.mk WORK_HOME=/design/flow/orfs finish
[config.mk]
export PLATFORM = sky130hd
export DESIGN_NAME = sco
export DESIGN_NICKNAME = sco
export VERILOG_FILES = /design/flow/design.v
export SDC_FILE = /design/flow/constraint.sdc
export NUM_CORES = 4
export LEC_CHECK = 1
export CORE_AREA = 10 10 70 70
export DIE_AREA = 0 0 80 80
[design.v]
module sco(in1, in2, out);
input [15:0] in1, in2;
output [15:0] out;
wire cOut;
cla16b iCLA(.sum(), .cOut(cOut), .inA(in1), .inB(in2), .cIn(1'b0));
assign out = {{15{1'h0}}, cOut};
endmodule
`default_nettype none
module and2 (out,in1,in2);
    output wire out;
    input wire in1,in2;
    assign out = (in1 & in2);
endmodule
`default_nettype wire
`default_nettype none
module and3 (out,in1,in2,in3);
    output wire out;
    input wire in1,in2,in3;
    assign out = (in1 & in2 & in3);
endmodule
`default_nettype wire
`default_nettype none
module nand2 (out,in1,in2);
    output wire out;
    input wire in1,in2;
    assign out = ~(in1 & in2);
endmodule
`default_nettype wire
`default_nettype none
module nor2 (out,in1,in2);
    output wire out;
    input wire in1,in2;
    assign out = ~(in1 | in2);
endmodule
`default_nettype wire
`default_nettype none
module or2 (out,in1,in2);
    output wire out;
    input wire in1,in2;
    assign out = (in1 | in2);
endmodule
`default_nettype wire
`default_nettype none
module or3 (out,in1,in2,in3);
    output wire out;
    input wire in1,in2,in3;
    assign out = (in1 | in2 | in3);
endmodule
`default_nettype wire
`default_nettype none
module cla16b(sum, cOut, inA, inB, cIn);
    parameter   N = 16;
    output wire [N-1:0] sum;
    output wire         cOut;
    input wire [N-1: 0] inA, inB;
    input wire          cIn;
 wire carry1, carry2, carry3;
    cla4b iDUT0(.sum(sum[3:0]), .cOut(carry1), .inA(inA[3:0]), .inB(inB[3:0]), .cIn(cIn));
    cla4b iDUT1(.sum(sum[7:4]), .cOut(carry2), .inA(inA[7:4]), .inB(inB[7:4]), .cIn(carry1));
    cla4b iDUT2(.sum(sum[11:8]), .cOut(carry3), .inA(inA[11:8]), .inB(inB[11:8]), .cIn(carry2));
    cla4b iDUT3(.sum(sum[15:12]), .cOut(cOut), .inA(inA[15:12]), .inB(inB[15:12]), .cIn(carry3));
endmodule
`default_nettype wire
`default_nettype none
module cla4b(sum, cOut, inA, inB, cIn);
    parameter   N = 4;
    output wire [N-1:0] sum;
    output wire         cOut;
    input wire [N-1: 0] inA, inB;
    input wire          cIn;
    wire [N-1:0]P,G;
    wire [N:0]C;
    wire PnCin, medA,G0nP1, CnP0nP1, G1nP2, P0P1P2, CnPs, G0nP1nP2, Gs, G2nP3,G1nP2nP3, Ps, GnPs,CnPPP;
and2 iand0(.out(G[0]), .in1(inA[0]) ,.in2(inB[0]));
and2 iand1(.out(G[1]), .in1(inA[1]) ,.in2(inB[1]));
and2 iand2(.out(G[2]), .in1(inA[2]) ,.in2(inB[2]));
and2 iand3(.out(G[3]), .in1(inA[3]) ,.in2(inB[3]));
or2 ior0(.out(P[0]), .in1(inA[0]), .in2(inB[0]));
or2 ior1(.out(P[1]), .in1(inA[1]), .in2(inB[1]));
or2 ior2(.out(P[2]), .in1(inA[2]), .in2(inB[2]));
or2 ior3(.out(P[3]), .in1(inA[3]), .in2(inB[3]));
and2 iand4(.out(PnCin), .in1(P[0]), .in2(cIn));
or2 ior4(.out(C[0]), .in1(G[0]), .in2(PnCin));
and2 iAND0(.out(G0nP1), .in1(G[0]), .in2(P[1]));
and3 in0(.out(CnP0nP1), .in1(cIn), .in2(P[0]), .in3(P[1]));
or3 ino0(.out(C[1]), .in1(G[1]), .in2(G0nP1), .in3(CnP0nP1));
and2  iand5(.out(G1nP2), .in1(G[1]), .in2(P[2]));
and3 iN0 (.out(G0nP1nP2), .in1(G[0]), .in2(P[1]), .in3(P[2]));
and3 in1(.out(P0P1P2), .in1(P[0]), .in2(P[1]), .in3(P[2]));
and2 iand6(.out(CnPs), .in1(P0P1P2), .in2(cIn));
or3 ino1(.out(Gs) ,.in1(G[2]), .in2(G1nP2), .in3(G0nP1nP2));
or2 io0(.out(C[2]), .in1(Gs), .in2(CnPs));
and2 iand7(.out(G2nP3), .in1(G[2]), .in2(P[3]));
and3 in2(.out(G1nP2nP3) ,.in1(G[1]), .in2(P[2]), .in3(P[3]));
and3 in3(.out(Ps), .in1(P[1]) , .in2(P[2]), .in3(P[3]));
and2 iand8(.out(GnPs), .in1(G[0]), .in2(Ps));
and3 in4(.out(CnPPP), .in1(cIn), .in2(P0P1P2), .in3(P[3]));
or3 ino2(.out(medA), .in1(G[3]), .in2(G2nP3), .in3(G1nP2nP3));
or3 ino3(.out(cOut), .in1(medA), .in2(GnPs), .in3(CnPPP));
and2 iand9(.out(C[3]), .in1(cOut), .in2(1'b1));
fullAdder1b FA0 (.s(sum[0]), .cOut(), .inA(inA[0]), .inB(inB[0]) ,.cIn(cIn));
fullAdder1b FA1 (.s(sum[1]), .cOut(), .inA(inA[1]), .inB(inB[1]) ,.cIn(C[0]));
fullAdder1b FA2 (.s(sum[2]), .cOut(), .inA(inA[2]), .inB(inB[2]) ,.cIn(C[1]));
fullAdder1b FA3 (.s(sum[3]), .cOut(), .inA(inA[3]), .inB(inB[3]) ,.cIn(C[2]));
endmodule
`default_nettype wire
`default_nettype none
module fullAdder1b(s, cOut, inA, inB, cIn);
    output wire s;
    output wire cOut;
    input  wire inA, inB;
    input  wire cIn;
wire AxorB, AB, AxBnC;
wire wire1, wire2, wire3;
xor2 iXOR1(.out(AxorB), .in1(inA), .in2(inB));
xor2 iXOR2(.out(s), .in1(AxorB), .in2(cIn));
nand2 iNAND1(.out(wire1), .in1(AxorB), .in2(cIn));
nand2 iNAND2(.out(AxBnC), .in1(wire1), .in2(wire1));
nand2 iNAND3(.out(wire2), .in1(inA),.in2(inB));
nand2 iNAND4(.out(AB), .in1(wire2), .in2(wire2));
nor2 iNOR1(.out(wire3), .in1(AxBnC), .in2(AB));
nor2 iNOR2(.out(cOut) ,.in1(wire3), .in2(wire3));
endmodule
`default_nettype wire
`default_nettype none
module xor2 (out,in1,in2);
    output wire out;
    input wire in1,in2;
    assign out = in1 ^ in2;
endmodule
`default_nettype none
==> impl_metrics.tcl <==
# implementation run metrics
set metrics [dict create \
    port_buffers 33 \
    grt_usage_pct 3.99 \
    crit_arrival_ps 1470 \
    post-route-worst-setup-slack_ps -33.9 \
    hold_start "in1[15]" \
    cp-startpoint "in2[15]" \
    ios 48 \
    period_used_pct 102 \
    p_leak_nw 0.334 \
    irDropWorstVdd_mv 0.0600 \
    p_total_w 0.000152 \
    path_max_fanout 3 \
    clkbuf_count 0 \
    ys_area_um2 339 \
    max_freq_mhz 545 \
    num_antenna_cells 0 \
    fp_util_pct 9.93 \
    drv_cap 0 \
    via_per_inst 3.65 \
    final_cell_mix "conb_1 (15), buf_2 (11), buf_4 (10)" \
    grt_max_degree 4 \
    fp.dieH_um 80 \
    finalHoldViolCount 0 \
    cpPeakStageDelay_ps 440 \
    drive_above_1_share_pct 42.4 \
    grt_pass1_wl_mm 2.15 \
    detail-route-antenna-nets 0 \
    design_area_um2 744 \
    p_per_area_mw_per_mm2 205 \
    grt_overflow_total 0 \
    synth_stat.cells 51 \
    violations "setup timing" \
    cp-end-kind "output port" \
    place_area_um2 704 \
    synth_cell_type_count 19 \
    post_drt_wl_per_cell_um 11.1 \
    fin_crit_ps 1830 \
    rsz0062_at_grt "yes" \
    syn_inst 51 \
    critPathRequiredTime_ps 1440 \
    tns_ps -33.9 \
    num_rows 21 \
    final_common_cell "conb_1" \
    die_w_um 80 \
    hpwl_mm 1.31 \
    routabilityCongestion 0.878 \
    worstSetupStartpointType "input port" \
    final-max-slew-violation-count 0 \
    grt_pass1_vias 529 \
    synth_area_um2 339 \
    drc 0 \
    antenna_found_initial 0 \
    syn_avg_cell_area_um2 6.65 \
    min_path_type "in -> out" \
    via_count 504 \
    drt_iter0_drc 17 \
    ff_count 0 \
    slowest_stage "clkdlybuf4s50_1" \
    yosysSeqAreaShare_pct 0 \
    log.warning_count 34 \
    cp_cell_sequence "clkdlybuf4s50_1 > nor2_2 > nor3_1 > a211oi_1 > o21ai_2 > buf_2" \
    fp.coreArea_mm2 0.00342 \
    path_class "in -> out" \
    dp_slack_ps -867 \
    placed_cells 134 \
    wl_mm 1.54 \
    yosys_warnings 0 \
    area.growth.synth_to_final_pct 120 \
    seqCellArea_um2 0 \
    drtPass1Iterations 4 \
    chipArea_mm2 0.00640 \
    final_cell_count_no_fill 138 \
    status "complete, but fails checks" \
    setup_violations 1 \
]
==> where the power goes <==
| part | switching (W) | internal [W] | total (W) |
|---|---|---|---|
| clock network | 0 | 0 | 0 |
| registers | 0 | 0 | 0 |
| logic | 0.0000592 | 0.0000931 | 0.000152 |
==> repair_timing <==
item | in CTS | in global routing
hold buffers | 0 | 0
setup endpoints to repair | 1 | 1
gates cloned | 0 | 0
gates resized | 99 | 5
setup buffers | 3 | 1
pin swaps | 15 | 6
==> synth_stat cells (all sizes together) <==
cell | count | share of area, %
a2111oi | 1 | 2.6
nor3 | 3 | 4.4
a211oi | 1 | 2.2
o2bb2a | 1 | 5.9
conb | 1 | 1.1
a21oi | 3 | 4.4
nand2 | 3 | 3.3
o31ai | 1 | 2.2
o41a | 1 | 3.3
o211a | 1 | 3.0
o22ai | 4 | 7.4
a22oi | 2 | 4.4
a31oi | 1 | 1.8
a221oi | 1 | 2.6
buf | 16 | 35
o21ai | 4 | 7.0
o211ai | 1 | 2.2
nor2 | 6 | 6.6
==> through the flow <==
stage | util (%) | hold WS [ps]
2_1_floorplan | - | 903
3_3_place_gp | 20.6 | 1800
3_5_place_dp | 20.6 | 1810
4_1_cts | 20.8 | 1180
5_1_grt | 21.8 | 1200
6_report | 21.8 | 1170
==> layout make-up <==
type,instances,area [um^2]
Multi-Input combinational cell,49,335
Tap cell,46,57.6
Timing Repair Buffer,43,352
Fill cell,390,2670
==> critical path: cells and delay by family <==
kind / cells / cell delay, ps
simple gates: 2 / 220
compound gates: 2 / 340
buf+inv: 2 / 560
==> cell families after synthesis <==
family	after synthesis	synth area share [%]
buffers and inverters	16	35.4
AND-OR/OR-AND	22	49.1
AND/OR/NAND/NOR	12	14.4
other	1	1.11
==> layer usage <==
metal  global-route usage (%)  up-vias  part of all wire [%]
li1                         -      247                     -
met1                     5.34      222                    46
met2                     6.02       35                    41
met3                     1.93        0                    13
met4                        0        0                     0
met5                        0        -                     0
==> worst paths after layout <==
path	endpoint	cells after the start
min	out[0]	4
max	out[0]	6
Power and IR drop assume default switching activity.
