## flow/run.sh

```bash
#!/bin/bash
# OpenROAD 26Q1-2900-gdf79404cd8, Yosys 0.63+post, stock flow scripts
make -C /OpenROAD-flow-scripts/flow DESIGN_CONFIG=/design/flow/config.mk WORK_HOME=/design/flow/orfs finish
```

## flow/config.mk

```make
export PLATFORM = sky130hd
export DESIGN_NAME = D2X
export DESIGN_NICKNAME = D2X
export VERILOG_FILES = /design/flow/design.v
export SDC_FILE = /design/flow/constraint.sdc
export NUM_CORES = 4
export LEC_CHECK = 1
export CORE_UTILIZATION = 50
```

## flow/constraint.sdc

```tcl
current_design D2X

set clk_period 1.1
set clk_io_pct 0.2

create_clock -name clk0 -period $clk_period [get_ports {clk}]

set non_clock_inputs [all_inputs -no_clocks]
set_input_delay [expr $clk_period * $clk_io_pct] -clock clk0 $non_clock_inputs
set_output_delay [expr $clk_period * $clk_io_pct] -clock clk0 [all_outputs]
```

## flow/design.v

```verilog
module D2X(
            clk,
            rst,
            en,
            PC_2,
            isHalt,
            isJAL,
            isMemToReg,
            isMemRead,
            isMemWrite,
            ALU_src,
            isRegWrite,
            ALUop,
            immed,
            readData1,
            readData2,
            writeRegSel,
            PC_2_DX,
            isHalt_DX,
            isJAL_DX,
            isMemToReg_DX,
            isMemRead_DX,
            isMemWrite_DX,
            ALU_src_DX,
            isRegWrite_DX,
            ALUop_DX,
            immed_DX,
            readData1_DX,
            readData2_DX,
            writeRegSel_DX
            );
    input wire [15:0] PC_2, immed, readData1, readData2;
	input wire[3:0] ALUop;
    input wire[2:0] writeRegSel;
    input wire en, clk, rst, isHalt, isJAL, isMemToReg, isMemRead, isMemWrite, ALU_src, isRegWrite;
    output wire[15:0] PC_2_DX, immed_DX, readData1_DX, readData2_DX ;
	output wire[3:0] ALUop_DX;
	output wire[2:0] writeRegSel_DX;
    output wire isHalt_DX, isJAL_DX, isMemToReg_DX, isMemRead_DX, isMemWrite_DX, ALU_src_DX, isRegWrite_DX;
    register16b PC_2_reg(.en(en), .clk(clk), .rst(rst), .data_in(PC_2), .state(PC_2_DX));
    register16b imm_reg(.en(en), .clk(clk), .rst(rst), .data_in(immed), .state(immed_DX));
    register16b readData2_reg(.en(en), .clk(clk), .rst(rst), .data_in(readData2), .state(readData2_DX));
    register16b readData1_reg(.en(en), .clk(clk), .rst(rst), .data_in(readData1), .state(readData1_DX));
	register4b ALUop_reg(.en(en), .clk(clk), .rst(rst), .data_in(ALUop), .state(ALUop_DX));
    register3b writeRegSel_reg(.en(en), .clk(clk), .rst(rst), .data_in(writeRegSel), .state(writeRegSel_DX));
    register1b isHalt_reg(.en(en), .clk(clk), .rst(rst), .data_in(isHalt), .state(isHalt_DX));
    register1b isJAL_reg(.en(en), .clk(clk), .rst(rst), .data_in(isJAL), .state(isJAL_DX));
    register1b isMemToReg_reg(.en(en), .clk(clk), .rst(rst), .data_in(isMemToReg), .state(isMemToReg_DX));
    register1b isMemToRead_reg(.en(en), .clk(clk), .rst(rst), .data_in(isMemRead), .state(isMemRead_DX));
    register1b isMemWrite_reg(.en(en), .clk(clk), .rst(rst), .data_in(isMemWrite), .state(isMemWrite_DX));
    register1b ALU_src_reg(.en(en), .clk(clk), .rst(rst), .data_in(ALU_src), .state(ALU_src_DX));
    register1b isRegWrite_reg(.en(en), .clk(clk), .rst(rst), .data_in(isRegWrite), .state(isRegWrite_DX));
endmodule
module register16b(en, clk, rst, data_in, state);
	input wire clk, rst, en;
	input wire [15:0] data_in;
	output wire [15:0] state;
	dff_en DFF_EN_SERIES[15:0] (.en(en), .q(state), .d(data_in), .clk(clk), .rst(rst));
endmodule
module register1b(en, clk, rst, state, data_in);
	input wire clk, rst, en;
	input wire data_in;
	output wire  state;
	dff_en iDff_enable(.en(en), .clk(clk), .rst(rst), .d(data_in), .q(state));
endmodule
module register3b(en, clk, rst, state, data_in);
	input wire clk, rst, en;
	input wire [2:0] data_in;
	output wire [2:0] state;
	dff_en DFF_EN_SERIES[2:0] (.en(en), .clk(clk), .rst(rst), .d(data_in), .q(state));
endmodule
module register4b(en, clk, rst, data_in, state);
    input wire clk, rst, en;
    input wire[3:0] data_in;
    output wire [3:0] state;
    dff_en DFF_EN_SERIES[3:0] (.en(en), .clk(clk), .rst(rst), .d(data_in), .q(state));
endmodule
module dff_en (en, q, d, clk, rst);
input en, d, clk, rst;
output q;
wire data;
assign data = en ? d : q;
dff DFF(.d(data), .q(q), .clk(clk), .rst(rst));
endmodule
`default_nettype none
module dff (
            q,
            d, clk, rst
            );
    output wire    q;
    input wire     d;
    input wire     clk;
    input wire     rst;
    reg            state;
    assign #(1) q = state;
    always @(posedge clk) begin
      state = rst? 0 : d;
    end
endmodule
`default_nettype wire
```

==> flow_summary.yaml <==
# implementation run metrics
outcome:
  run_status: "finished, final reports clean"
floorplan:
  pin_count: 159
  chip_area_um2: 6940
  die_width_um: 83.3
  floorplan.initialDensity: 0.520
  dieHeight_um: 83.3
  area_of_the_core_um2: 6350
  placementRows: 29
yosys:
  postSynthAreaPerCell_um2: 10.2
  number_of_instances_in_the_synthesized_netlist: 323
  top_cells_by_instance_count_after_synthesis: "sky130_fd_sc_hd__dfxtp_1, sky130_fd_sc_hd__mux2i_1, sky130_fd_sc_hd__nor2_1, sky130_fd_sc_hd__buf_4, sky130_fd_sc_hd__clkbuf_1"
  netlist.top_cell.by_area: "sky130_fd_sc_hd__dfxtp_1"
  synth.ff_latch_count: 78
  synthesis.yosys.warnings: 1
  synth.yosys.seq_area_share: 0.473
  commonest_register_cell_after_synthesis: "sky130_fd_sc_hd__dfxtp_1"
  yosys_area_um2: 3300
  synthTopCellsByArea: "sky130_fd_sc_hd__dfxtp_1, sky130_fd_sc_hd__mux2i_1, sky130_fd_sc_hd__buf_4"
  synthDistinctLibCells: 8
  cell_total_in_the_yosys_stat_output: 323
  netlist_area_um2: 3300
  ys_async_rst_share: 0
  number_of_enable_flip_flop_cells: 0
  netlist.area_leader.share: 0.473
cts:
  cts.htree.levels: 3
  ctsLongestPathBuffers: 2
  worst_skew_pair.late_latency_ps: 340
  cts_tree: "done"
  numCtsBuffers: 9
  holdBufCountCts: 0
  clkSinkCount: 78
  clk_pin_slew_worst_paths_ps: 70
  clk_root_buffer_cell: "sky130_fd_sc_hd__clkbuf_8"
route:
  via_count: 2278
  detail_route.wl_per_cell_um: 13.5
  drt_pre_antenna_iters: 4
  postRouteAntennaNets: 0
  route.final.wire_length_mm: 6.68
  route.detailed.vias_per_inst: 4.62
  n_antenna_cell: 0
  detailedRoute.firstIterationViolations: 71
  drc: 0
sta:
  fin_crit_ps: 1080
  setup_slack_ps: 23.8
  setup_total_negative_slack_ps: 0
  unrepaired_setup_endpoints_after_global_routing: "false"
  maxSlewViolCount: 0
  hold_violations: 0
  setup_viol: 0
  final.setup_skew_ps: 0
  maxSlewHeadroom: 0.859
  fin_worst_hold_slack_ps: 201
  post_layout_period_usage_of_the_worst_path: 0.978
  achievable-frequency_ghz: 0.929
  worstMarginPinSlew_ps: 211
critical_path:
  critical_path_peak_fanout: 2
  path_class: "reg -> out"
  cp-end-kind: "output pin"
  timing.critical_path.buf_inv: 1
  required_ps: 880
  cpLargestDelayFamily: "flip-flops"
  critical_path.max_stage_delay_ps: 330
  worstSetupStartpointType: "register"
  critical_path_slowest_stage_cell: "sky130_fd_sc_hd__dfxtp_2"
  timing.critical_path.cells: "clkdlybuf4s15_1"
  worst_ep_arrival_time_ps: 860
global_route:
  grt_max_degree: 47
  via_count_of_the_first_global_routing_pass: 2346
  grt_usage: 0.199
  global_route_congestion_overflow_total: 0
  number_of_antenna_violations_at_the_first_check_in_global_routing: 0
  grt_pass1_wl_mm: 11.0
power_and_ir_drop:
  power_per_cell_area_nw_per_um2: 1380
  share_seq_of_total_power: 0.492
  internal_power_mw: 4.96
  clockPowerShare: 0.369
  power_switching_share: 0.214
  share_comb_of_total_power: 0.139
  switchingPower_mw: 1.35
  power.static_leakage_nw: 2.11
  largest_voltage_drop_on_the_vdd_net_uv: 942
job:
  maximum_capacitance_violations: 0
  log.warning_count: 26
layout:
  area_growth_syn_to_layout_pct: 38.4
  post_route_cells_drive_above_1_share: 0.320
placement:
  portBuffers: 158
  finalWeightedCongestion: 0.787
  placement.setup.worst_slack_ps: 74.8
  place.detailed.hpwl_mm: 4.45
hold_path:
  hp-class: "in -> reg"
state kept, by name (all words and copies together), names as in the netlist:
name,flops
ALUop_reg.DFF_EN_SERIES.DFF.state,4
ALU_src_reg.iDff_enable.DFF.state,1
isRegWrite_reg.iDff_enable.DFF.state,1
isJAL_reg.iDff_enable.DFF.state,1
PC_2_reg.DFF_EN_SERIES.DFF.state,16
imm_reg.DFF_EN_SERIES.DFF.state,16
writeRegSel_reg.DFF_EN_SERIES.DFF.state,3
isMemToReg_reg.iDff_enable.DFF.state,1
isHalt_reg.iDff_enable.DFF.state,1
isMemWrite_reg.iDff_enable.DFF.state,1
readData1_reg.DFF_EN_SERIES.DFF.state,16
readData2_reg.DFF_EN_SERIES.DFF.state,16
isMemToRead_reg.iDff_enable.DFF.state,1
layout make-up:
class | instances | area [µm²]
Clock buffer | 12 | 145
Clock inverter | 4 | 70.1
Fill cell | 461 | 1780
Multi-Input combinational cell | 156 | 1070
Sequential cell | 78 | 1660
Tap cell | 77 | 96.3
Timing Repair Buffer | 166 | 1530
cells in the final DEF, fill, tap and decap left out:
cell type                         count
sky130_fd_sc_hd__bufinv_16            2
sky130_fd_sc_hd__dfxtp_2             78
sky130_fd_sc_hd__buf_12               4
sky130_fd_sc_hd__clkbuf_1             2
sky130_fd_sc_hd__clkdlybuf4s15_1     47
sky130_fd_sc_hd__nor2_1              78
sky130_fd_sc_hd__buf_4                5
sky130_fd_sc_hd__clkbuf_8            10
sky130_fd_sc_hd__mux2i_1             78
sky130_fd_sc_hd__clkinv_2             2
sky130_fd_sc_hd__buf_2                1
sky130_fd_sc_hd__clkbuf_2            31
sky130_fd_sc_hd__clkdlybuf4s50_1     78
timing repair:
| item | CTS | global route |
|---|---|---|
| resized | 234 | 31 |
| buffers inserted | 0 | 2 |
| endpoints found under the setup margin | 78 | 32 |
worst min-delay path: stages:
cell,delay [ps]
sky130_fd_sc_hd__buf_4,140
sky130_fd_sc_hd__mux2i_1,80
sky130_fd_sc_hd__nor2_1,70
layer usage:
| metal | track usage | up-vias | share of wire |
|---|---|---|---|
| met5 | 0 | - | 0 |
| met4 | 0.0423 | 0 | 0.026 |
| met3 | 0.0595 | 15 | 0.080 |
| met2 | 0.318 | 92 | 0.45 |
| met1 | 0.276 | 1023 | 0.44 |
| li1 | - | 1148 | - |
logic make-up (layout without fill, tap and decap cells):
family,after synthesis,in the layout,synth area share
mux,78,78,0.236
buf+inv,89,182,0.202
flops,78,78,0.473
simple gates,78,78,0.0886
through the flow:
stage | power, mW | util | cell area (µm²) | cells
floorplan | 3.65 | - | 3300 | 323
global placement | 4.09 | 0.693 | 4400 | 475
detailed placement | 4.11 | 0.693 | 4400 | 475
CTS | 6.39 | 0.742 | 4710 | 491
global route | 6.59 | 0.720 | 4570 | 493
finish | 6.31 | 0.720 | 4570 | 493
power groups by stage:
| stage | Combinational, mW | Clock (mW) | Sequential, mW |
|---|---|---|---|
| 5_1_grt | 0.954 | 2.51 | 3.13 |
| 4_1_cts | 0.911 | 2.38 | 3.10 |
| 6_report | 0.877 | 2.32 | 3.10 |
final timing paths:
check / startpoint / endpoint / slack (ps) / cells after the start
setup / recovery: writeRegSel_reg.DFF_EN_SERIES[0].DFF.state$_SDFFE_PP0P_ / writeRegSel_DX[0] / 20 / 1
hold / removal: en / readData2_reg.DFF_EN_SERIES[3].DFF.state$_SDFFE_PP0P_ / 200 / 3
setup reg to reg: readData2_reg.DFF_EN_SERIES[14].DFF.state$_SDFFE_PP0P_ / readData2_reg.DFF_EN_SERIES[14].DFF.state$_SDFFE_PP0P_ / 390 / 3
hold reg to reg: readData1_reg.DFF_EN_SERIES[7].DFF.state$_SDFFE_PP0P_ / readData1_reg.DFF_EN_SERIES[7].DFF.state$_SDFFE_PP0P_ / 480 / 2
No activity file was given, so power comes from the tool's default toggle rates.
