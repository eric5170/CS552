<file path="/design/flow/config.mk">
export PLATFORM = sky130hd
export DESIGN_NAME = ps_random_logic
export DESIGN_NICKNAME = ps_random_logic
export VERILOG_FILES = /design/flow/design.v
export SDC_FILE = /design/flow/constraint.sdc
export NUM_CORES = 4
export LEC_CHECK = 1
export CORE_AREA = 10 10 79 79
export DIE_AREA = 0 0 89 89
</file>
<file path="/design/flow/constraint.sdc">
current_design ps_random_logic

set clk_period 4.7
set clk_io_pct 0.2

create_clock -name clk0 -period $clk_period [get_ports {clk}]

set non_clock_inputs [all_inputs -no_clocks]
set_input_delay [expr $clk_period * $clk_io_pct] -clock clk0 $non_clock_inputs
set_output_delay [expr $clk_period * $clk_io_pct] -clock clk0 [all_outputs]
</file>
<file path="/design/flow/design.v">
module ps_random_logic(
							input wire clk,
							input wire rst,
							input wire hit1,
							input wire hit2,
							input wire valid1,
							input wire valid2,
							input wire dirty1,
							input wire dirty2,
							input wire flip,
							input wire [4:0] tag1,
							input wire [4:0] tag2,
							input wire [15:0] data1,
							input wire [15:0] data2,
							output wire hit,
							output wire dirty,
							output wire repl_en1, 
							output wire repl_en2,
							output wire [4:0] repl_tag,
							output wire [15:0] repl_data_out);
	wire victimway, target;
	wire [4:0] target_tag, hit_tag;
	wire [15:0] hit_data , target_data;
	dff_en iDFF(.en(flip), .q(victimway), .d(~victimway), .clk(clk), .rst(rst));
assign target = (valid1 & valid2) ? ~victimway: valid1 ? 1'h1 : 1'h0;
assign target_tag = target ? tag2 : tag1;                    
assign target_data = target ? data2 : data1;             
assign hit_tag = (hit1 & valid1) ? tag1: tag2;                          
assign hit_data = (hit1 & valid1) ? data1 : data2;                  
assign repl_en1 = target ? 1'h0 : 1'h1;                       
assign repl_en2 = target ? 1'h1 : 1'h0;                       
assign hit = (hit1 & valid1) | (hit2 & valid2);                      
assign dirty = target ? dirty2 : dirty1;                             
assign repl_data_out = hit ? hit_data : target_data;      
assign repl_tag = hit ? hit_tag : target_tag;                     
endmodule
module dff_en (en, q, d, clk, rst);
input en, d, clk, rst;
output q;
wire data;
assign data = en ? d : q;
dff DFF(.d(data), .q(q), .clk(clk), .rst(rst));
endmodule
`default_nettype none
module dff (
            q,
            d, clk, rst
            );
    output wire    q;
    input wire     d;
    input wire     clk;
    input wire     rst;
    reg            state;
    assign #(1) q = state;
    always @(posedge clk) begin
      state = rst? 0 : d;
    end
endmodule
`default_nettype wire
</file>
<file path="/design/flow/run.sh">
#!/bin/bash
# OpenROAD 26Q1-2900-gdf79404cd8, Yosys 0.63+post, stock flow scripts
make -C /OpenROAD-flow-scripts/flow DESIGN_CONFIG=/design/flow/config.mk WORK_HOME=/design/flow/orfs finish
</file>
==> run summary <==
Purpose: to document the outcome of synthesis and place and route.

Power and ir drop
The share of total power consumed by net switching is 20.5%. The worst VDD IR drop from the latest analysis is 0.0545 mV. The clock network accounts for 0% of the total power. The cell area power density is 113 nW/um^2. Internal power comes to 0.110 mW. The proportion of power drawn by flip-flops and latches is 7.3%. Combinational cells account for 92.7% of the total power. The net switching power in the latest report is 0.0283 mW. Per the OpenROAD power report, leakage power amounts to 0.504 nW.

Finish
For this run, the share of the core covered by cells in the final layout is 26.2%. The share of final-layout standard cells stronger than drive strength 1 is 21.3%.

The number of flip-flops in the largest register came to 1. The count of fill cells added during filler insertion is 469. The area growth from synthesis to layout is 187%.

Synth
For this design, Yosys synthesis ends with a cell count of 35. Dividing the synthesized area by the synthesized cell count gives 12.2 um^2. The chip area from the yosys synthesis statistics is 425 um^2.

Summing every instance area after synthesis gives 425 um^2. The distinct cell type count after synthesis is 10. The instance count of the mapped netlist is 35. The count of yosys warnings during synthesis is 1.

Sequential elements use 4.71% of the synthesized area. Yosys reported a register bit count of 1.

GRT
Global routing finished with a remaining overflow of 0. The first global-routing pass estimated 3.17 mm of wire. Entering global routing, the biggest net connects 22 pins.

The overall routing resource usage is 5.11%. The via count of the first global-routing pass was 616. The number of antenna violations at the first check in global routing was 0.

Run status
The flow ran to the end, and the final reports show no timing, DRC or antenna violations.

Clock network
After clock tree synthesis, the repair step resized 0 gates. The clock transition time at the flip-flop clock pins of the worst setup and hold paths is 0 ns. The hold buffer count at CTS is 0. The later-pin clock latency in the skew report is 0 ns. After clock tree synthesis, the setup repair step added 0 buffers.

Route
After detailed routing, the average wire length per cell comes to 14.8 um. The count of antenna diodes in the layout is 0. The first detailed-routing pass took 2 iterations. For this run, design rule violations remaining after detail routing come to 0.

The final route contains 545 vias. The violation tally recorded at the end of detailed-routing iteration 0 is 3. In this run the remaining antenna-violating nets after routing total 0.

The via density per instance is 3.36. The routed design has 2.40 mm of wire.

Floorplanning
In this run the horizontal extent of the chip is 89 um. Pin placement for this block handled 76 I/O pins. The vertical die dimension reported for this design is 89 um. The initial utilization of the core area, before any placement, comes to 9.13%.

The area of the core region is 4660 um^2. The die area is 7920 um^2. The placement row count is 25.

Run
The reported max-cap violation count is 0. The total number of warnings across the stage logs is 28.

Final timing
Subtracting the final worst setup slack from the clock period gives 3.76 ns. Setup repair after global routing left no endpoint under its margin. The peak clock frequency supported by timing is 266 MHz. The hold violation total from the final report is 0. The worst max-slew margin expressed relative to the limit is 73.0%. After routing, the total negative slack on setup checks comes to 0 ns. Clock skew on the completed layout was measured at 0 ns. OpenROAD reports that the post-layout worst path occupies 80.1% of the period. The final report lists the setup-violating endpoint count as 0. The transition time at the pin with the least slew margin is 0.405 ns. For reference, the final report shows the max-slew violation count at 0.

Place
For this run the detailed placement stage logged an HPWL of 2.33 mm. The count of buffers added on input and output ports is 75. The congestion estimate from routability-driven global placement came to 0.729.

Worst setup path
The critical path startpoint category is an input pin. The largest fanout on the critical path is 21. Data on the critical path is required at its endpoint by 3.76 ns. Data on the critical path arrives at its endpoint at 2.82 ns. The critical path in this run is classified as in2out. The worst setup path is captured at a primary output.

Hold path
The most critical min-delay path falls under reg2reg.
==> worst max-delay path, cell delays in order <==
cell	delay, ns
sky130_fd_sc_hd__clkdlybuf4s50_1	0.52
sky130_fd_sc_hd__a21o_1	0.15
sky130_fd_sc_hd__o211a_4	0.42
sky130_fd_sc_hd__mux2_2	0.38
sky130_fd_sc_hd__clkdlybuf4s50_1	0.41
==> cells in the final DEF (no fill, tap or decap), drive strengths merged <==
cell type,Yosys,final
o211a,1,1
clkdlybuf4s50,0,75
nand2,5,5
dfxtp,1,1
a21o,1,1
inv,1,1
nor2,1,1
xnor2,1,1
mux2,22,22
==> power by group through the flow <==
stage / clock, mW / combinational [mW] / sequential [mW]
6_report: 0 / 0.128 / 0.0101
4_1_cts: 0 / 0.131 / 0.0101
5_1_grt: 0 / 0.137 / 0.0103
==> per-stage QoR <==
step                cell area (um^2)  setup WS [ns]  instances  power [mW]  hold WS (ns)
floorplan                        425           2.08         35      0.0538         0.482
global placement                1220          0.928        162       0.140         0.504
detailed placement              1220          0.921        162       0.140         0.508
CTS                             1220          0.912        162       0.141         0.513
global route                    1220          0.842        162       0.147         0.582
finish                          1220          0.936        162       0.138         0.507
==> synth_stat cells <==
| master | n | area, um^2 |
|---|---|---|
| sky130_fd_sc_hd__a21o_1 | 1 | 7.51 |
| sky130_fd_sc_hd__buf_6 | 2 | 22.5 |
| sky130_fd_sc_hd__dfxtp_1 | 1 | 20.0 |
| sky130_fd_sc_hd__inv_1 | 1 | 3.75 |
| sky130_fd_sc_hd__mux2_2 | 2 | 22.5 |
| sky130_fd_sc_hd__mux2_4 | 20 | 300 |
| sky130_fd_sc_hd__nand2_1 | 5 | 18.8 |
| sky130_fd_sc_hd__nor2_1 | 1 | 3.75 |
| sky130_fd_sc_hd__o211a_4 | 1 | 17.5 |
| sky130_fd_sc_hd__xnor2_1 | 1 | 8.76 |
==> layout make-up <==
type                       count  area [um^2]  area share [%]
multi-input combinational     31          379            31.0
sequential                     1         20.0            1.64
timing repair buffer          75          751            61.5
inverter                       1         3.75           0.307
tap                           54         67.6            5.53
==> path summary, 6_finish.rpt <==
check	start	end	slack, ns	depth (start not counted)
worst max-delay path	hit2	repl_tag[4]	0.94	5
worst min-delay path	iDFF.DFF.state$_SDFFE_PP0P_	iDFF.DFF.state$_SDFFE_PP0P_	0.51	2
worst max register to register	iDFF.DFF.state$_SDFFE_PP0P_	iDFF.DFF.state$_SDFFE_PP0P_	4.08	2
worst min register to register	iDFF.DFF.state$_SDFFE_PP0P_	iDFF.DFF.state$_SDFFE_PP0P_	0.51	2
==> layer usage <==
metal | wire length (um) | track usage (%) | up-vias
li1 | - | - | 273
met1 | 796 | 5.19 | 246
met2 | 1400 | 10.4 | 26
met3 | 209 | 1.65 | 0
met4 | 0 | 0 | 0
met5 | 0 | 0 | -
==> cells by family (layout without fill, tap and decap cells) <==
family / after synthesis / after routing / synth area share (%)
XOR/XNOR: 1 / 1 / 2.06
multiplexers: 22 / 22 / 75.9
AND/OR/NAND/NOR: 6 / 6 / 5.29
AND-OR/OR-AND: 2 / 2 / 5.88
buffers and inverters: 3 / 76 / 6.18
flip-flops: 1 / 1 / 4.71
No activity file was given, so power comes from the tool's default toggle rates.
