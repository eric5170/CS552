<file path="flow/config.mk">
export PLATFORM = sky130hd
export DESIGN_NAME = M2W
export DESIGN_NICKNAME = M2W
export VERILOG_FILES = /design/flow/design.v
export SDC_FILE = /design/flow/constraint.sdc
export NUM_CORES = 4
export LEC_CHECK = 1
export CORE_UTILIZATION = 50
</file>
<file path="flow/constraint.sdc">
current_design M2W

set clk_period 1.1
set clk_io_pct 0.2

create_clock -name clk0 -period $clk_period [get_ports {clk}]

set non_clock_inputs [all_inputs -no_clocks]
set_input_delay [expr $clk_period * $clk_io_pct] -clock clk0 $non_clock_inputs
set_output_delay [expr $clk_period * $clk_io_pct] -clock clk0 [all_outputs]
</file>
<file path="flow/run.sh">
#!/bin/bash
# OpenROAD 26Q1-2900-gdf79404cd8, Yosys 0.63+post, stock flow scripts
make -C /OpenROAD-flow-scripts/flow DESIGN_CONFIG=/design/flow/config.mk WORK_HOME=/design/flow/orfs finish
</file>
<file path="flow/design.v">
module M2W(
				clk,
				rst,
				en,
				isHalt,
				rFm,
				ALURes,
				PC_2,
				isJAL,
				isMemToReg,
				isRegWrite,
				writeRegSel,
				rFm_MW,
				ALURes_MW,
				PC_2_MW,
				isJAL_MW,
				isMemToReg_MW,
				isRegWrite_MW,
				writeRegSel_MW,
				isHalt_MW);
	input wire [15:0] PC_2, ALURes, rFm;
	input wire isJAL, isMemToReg, isRegWrite, clk, rst, en, isHalt;
	input wire [2:0] writeRegSel;
	output wire [15:0] PC_2_MW, ALURes_MW, rFm_MW;
	output wire isJAL_MW, isMemToReg_MW, isRegWrite_MW, isHalt_MW;
	output wire [2:0] writeRegSel_MW;
	register16b PC_2_reg(.en(en), .clk(clk), .rst(rst), .data_in(PC_2), .state(PC_2_MW));
	register16b rFm_reg(.en(en), .clk(clk), .rst(rst), .data_in(rFm), .state(rFm_MW));
	register16b ALURes_reg(.en(en), .clk(clk), .rst(rst), .data_in(ALURes), .state(ALURes_MW));
	register3b writeRegSel_reg(.en(en), .clk(clk), .rst(rst), .data_in(writeRegSel), .state(writeRegSel_MW));
	register1b isMemtoReg_reg(.en(en), .clk(clk), .rst(rst), .data_in(isMemToReg), .state(isMemToReg_MW));
	register1b isRegWrite_reg(.en(en), .clk(clk), .rst(rst), .data_in(isRegWrite), .state(isRegWrite_MW));
	register1b isNotHalt_reg(.en(en), .clk(clk), .rst(rst), .data_in(isHalt), .state(isHalt_MW));
	register1b isJAL_reg(.en(en), .clk(clk), .rst(rst), .data_in(isJAL), .state(isJAL_MW));
endmodule
module register16b(en, clk, rst, data_in, state);
	input wire clk, rst, en;
	input wire [15:0] data_in;
	output wire [15:0] state;
	dff_en DFF_EN_SERIES[15:0] (.en(en), .q(state), .d(data_in), .clk(clk), .rst(rst));
endmodule
module register1b(en, clk, rst, state, data_in);
	input wire clk, rst, en;
	input wire data_in;
	output wire  state;
	dff_en iDff_enable(.en(en), .clk(clk), .rst(rst), .d(data_in), .q(state));
endmodule
module register3b(en, clk, rst, state, data_in);
	input wire clk, rst, en;
	input wire [2:0] data_in;
	output wire [2:0] state;
	dff_en DFF_EN_SERIES[2:0] (.en(en), .clk(clk), .rst(rst), .d(data_in), .q(state));
endmodule
module dff_en (en, q, d, clk, rst);
input en, d, clk, rst;
output q;
wire data;
assign data = en ? d : q;
dff DFF(.d(data), .q(q), .clk(clk), .rst(rst));
endmodule
`default_nettype none
module dff (
            q,
            d, clk, rst
            );
    output wire    q;
    input wire     d;
    input wire     clk;
    input wire     rst;
    reg            state;
    assign #(1) q = state;
    always @(posedge clk) begin
      state = rst? 0 : d;
    end
endmodule
`default_nettype wire
</file>
==> qor.txt <==
status - finished, final reports clean
Slowest cell on crit path - dfxtp_2
top area contributor share - 46.3%
Synth warnings - 1
Leak - 1.47 nW
Req. time, crit path - 880 ps
Power Density - 1220 nW/µm²
Slew @ Worst Pin - 212 ps
Final period util - 96.3%
DRT antenna net count - 0
initial antenna violation count - 0
number of max-cap violations - 0
FF/Latch Area - 1170 µm²
Final Max Slew Viols - 0
IO Pins - 113
area leader, netlist - dfxtp_1
Log Warnings - 26
CP Capture Type - output port
sw frac - 21.3%
Fmax - 0.944 GHz
biggest area cells - dfxtp_1 46%, mux2i_1 23%, buf_4 16%
clock buffer count from CTS - 5
DR WL/cell - 12.4 µm
Die Size - 5030 µm²
Final Skew - 0 ps
yosys synthesis chip area - 2380 µm²
Post-synth EDFFs - 0
via/cell ratio - 4.56
CP Cell Sequence - dlygate4sd2_1
Hold Vio Cnt, Final - 0
# DRC - 0
total negative slack - 0 ps
Top FF cell, synth - dfxtp_1
Slew headroom - 85.9%
vias in the first global route - 1517
area occupied by multi-input gates - 757 µm²
Post-Syn Area per Cell - 10.4 µm²
Cell Rows - 24
Latency at later pin - 300 ps
Die Span X - 71.0 µm
Remaining Overflow, GRT - 0
Fillers - 334
Tmin final - 1060 ps
H-tree levels - 2
cell area after synthesis - 2380 µm²
CP max FO - 2
Detail Placement HPWL - 2900 µm
Worst VDD drop - 0.923 mV
Synth async-reset ratio - 0%
worst min-delay path class - input pin to flop
Flop pwr share - 54.5%
Routability Congestion - 0.733
critical path launch point type - flop
Clock Tree Buf Depth - 2
DR vias - 1558
Synth Seq Share - 46.3%
most frequent cells after synthesis - 55 x dfxtp_1, 55 x mux2i_1, 55 x nor2_1
RSZ-0062 raised after global routing - no
Final setup viols - 0
WS Path Type - flop to output port
Largest stage delay, worst path - 320 ps
Inserted Diodes - 0
clock slew at the register clock pins of the worst setup and hold paths - 90 ps
IO buf count - 112
P_sw - 0.000852 W
Cells after Synth - 228
layout cells sized above 1 - 23.8%
clk sinks - 55
fin cells - 342
GRT Util Overall - 17.2%
area grow syn2layout - 38.4%
register bit total from synthesis - 55
CP Data Arrival Time - 840 ps
final WL - 4240 µm
CP delay by family, top - flip-flops
largest net degree at the start of global routing - 30
Internal - 0.00316 W
placed cells - 333
Floorplan Utilization - 53.1%
buffers plus inverters on the worst setup path - 1
router iterations before antenna repair - 18
clock power share - 29.5%
post-synthesis cell type count - 9
die height - 71.0 µm
yosys cell count - 228
combinational cell fraction of total power - 16.0%
first-pass GRT wire length - 6760 µm
DR iter-0 viols - 79
core area - 4470 µm²
root buffer cell - clkbuf_8
CTS tree - built
[layer usage]
| metal | vias up | track usage (%) | part of all wire [%] |
|---|---|---|---|
| met2 | 73 | 26.4 | 42 |
| met3 | 4 | 6.79 | 11 |
| met5 | - | 0 | 0 |
| met4 | 0 | 1.78 | 0.57 |
| li1 | 798 | - | - |
| met1 | 683 | 25.0 | 47 |
[layout make-up]
| type | instances | share of cell area (%) |
|---|---|---|
| multi-input cells | 110 | 23.0 |
| flip-flops and latches | 55 | 35.6 |
| clock buffers | 8 | 3.04 |
| well taps | 52 | 1.98 |
| repair buffers | 117 | 36.4 |
[cell usage in the layout, fill, tap and decap left out, drive strengths merged]
cell type,Yosys,routed
dfxtp,55,55
mux2i,55,55
nor2,55,55
clkdlybuf4s50,0,55
clkdlybuf4s15,0,54
clkbuf,1,8
buf,62,7
dlygate4sd2,0,1
[power by group through the flow]
stage	Sequential, W	Clock (W)	Combinational (W)
6_report	0.00219	0.00118	0.000640
4_1_cts	0.00218	0.00123	0.000622
5_1_grt	0.00220	0.00133	0.000700
[kinds of logic after synthesis]
logic type	Yosys count	share of synthesized area [%]
buffers and inverters	63	21.8
flip-flops	55	46.3
AND/OR/NAND/NOR	55	8.68
multiplexers	55	23.2
[registers in the layout, indices dropped and copies added (netlist names)]
register                                 cells
writeRegSel_reg.DFF_EN_SERIES.DFF.state      3
isJAL_reg.iDff_enable.DFF.state              1
rFm_reg.DFF_EN_SERIES.DFF.state             16
ALURes_reg.DFF_EN_SERIES.DFF.state          16
isRegWrite_reg.iDff_enable.DFF.state         1
isMemtoReg_reg.iDff_enable.DFF.state         1
isNotHalt_reg.iDff_enable.DFF.state          1
PC_2_reg.DFF_EN_SERIES.DFF.state            16
[what timing repair did]
item                       in CTS  in global routing
buffers inserted                0                  1
hold endpoints to repair        0                  0
hold buffers                    0                  0
gates resized                 114                 50
setup endpoints to repair      55                 50
[metrics by stage]
step                      total power [W]  utilization (%)  cell area (µm²)  hold slack, ps  worst slack (ps)
after floorplan                   0.00259                -             2380             367               225
after global placement            0.00289             69.6             3110             471              86.6
after detailed placement          0.00290             69.6             3110             479              80.9
after CTS                         0.00404             72.0             3220             322             0.775
after global routing              0.00423             73.5             3290             325              1.87
final                             0.00401             73.5             3290             329              40.7
[final timing paths]
| kind | slack (ps) | depth (start not counted) | from | end |
|---|---|---|---|---|
| setup / recovery | 40 | 1 | writeRegSel_reg.DFF_EN_SERIES[2].DFF.state | writeRegSel_MW[2] |
| hold / removal | 330 | 3 | rst | PC_2_reg.DFF_EN_SERIES[11].DFF.state |
| setup reg to reg | 370 | 3 | PC_2_reg.DFF_EN_SERIES[13].DFF.state | PC_2_reg.DFF_EN_SERIES[13].DFF.state |
| hold reg to reg | 490 | 2 | rFm_reg.DFF_EN_SERIES[7].DFF.state | rFm_reg.DFF_EN_SERIES[7].DFF.state |
Power and IR drop assume default switching activity.
